==> ./config.mk <==
export PLATFORM = sky130hd
export DESIGN_NAME = divide_8_bit
export DESIGN_NICKNAME = divide_8_bit
export VERILOG_FILES = /design/flow/design.v
export SDC_FILE = /design/flow/constraint.sdc
export NUM_CORES = 4
export LEC_CHECK = 1
export CORE_UTILIZATION = 40
==> ./constraint.sdc <==
current_design divide_8_bit

set clk_period 3.0
set clk_io_pct 0.2

create_clock -name clk0 -period $clk_period [get_ports {clk}]

set non_clock_inputs [all_inputs -no_clocks]
set_input_delay [expr $clk_period * $clk_io_pct] -clock clk0 $non_clock_inputs
set_output_delay [expr $clk_period * $clk_io_pct] -clock clk0 [all_outputs]
==> ./design.v <==
module add #(parameter w = 4)
(
input [w-1:0] x, y,  
input cin,  
output [w-1:0] z,  
output cout  
);
wire temp;  
assign {cout,z,temp} = {1'b0, x, cin} + {1'b0, y, 1'b1};
endmodule
module sub #(parameter w = 4)
(
input [w-1:0] x, y,  
output [w-1:0] z  
);
assign z=x-y;
endmodule
module rgst1 #(parameter w = 8)
(
input [w-1:0] d, 
output reg [w-1:0] q,
input clk, 
input clr,
input in, 
input sh, 
input ld,
input assignq
);
always @(posedge clk) 
begin
if (clr == 1)
q <= 0;
else if (ld == 1)
q <= d; 
else if (sh == 1)
q <= {q[w-2:0], 1'bz};
else if (assignq==1)
q[0]<=in;  
else begin
q <= q;
end 
end
endmodule 
module rgst2 #(parameter w = 8)
(
input [w-1:0] d, 
output reg [w-1:0] q, 
input sh_in, 
input clk, 
input clr, 
input sh, 
input ld 
);
always @(posedge clk) 
begin
if (clr == 1)
q <= 0;
else if (ld == 1)
q <= d; 
else if (sh == 1)
q <= {q[w-2:0], sh_in}; 
else
q <= q; 
end
endmodule
module MUX_2_la_1 #(parameter w = 8)(
    input [w-1:0]a,
    input [w-1:0]b,
    input s,
    output [w-1:0]z
    );
  generate
	genvar i;
	for(i = 0; i < w; i = i + 1) begin: vect
		assign z[i] = (a[i] & ~s) | (b[i] & s);
	end
  endgenerate
endmodule
module div_control #(parameter w = 8) 
(
input clk, start, A8,
output operate, shift, subtract, add, assignq, stop, in
);
reg [6:0] st_nxt, state;
reg reg_q; 
parameter StartS=7'b0000001, ShiftS=7'b0000010, SubtractS=7'b0000100, TestS=7'b0001000, AddS=7'b0010000, AssignQS=7'b0100000, StopS=7'b1000000;
reg [w-1:0] count; 
wire N0; 
always @(posedge clk)
if (operate == 1) count = 0;
else if (shift == 1) count=  count + 1;
assign N0 = (count == w) ? 1 : 0;
always @(*)begin
case (state)
  StartS:st_nxt=ShiftS;
  ShiftS:st_nxt=SubtractS;
  SubtractS:st_nxt=TestS;
  TestS:if(A8){reg_q,st_nxt}={1'b0,AddS};
      else {reg_q,st_nxt}={1'b1,AssignQS};
  AddS:st_nxt=AssignQS;
  AssignQS:if(N0) st_nxt=StopS;
           else st_nxt=ShiftS;
  StopS: st_nxt=StopS;
endcase
end 
always @(posedge clk) begin
    if(start) state<=StartS;
    else state<=st_nxt;
    end
assign operate = state[0]; 
assign shift = state[1]; 
assign subtract = state[2]; 
assign add = state[4];
assign assignq = state[5];
assign in=reg_q;
assign stop = state[6];
endmodule
module divide_8_bit #(parameter w = 8)
(
input clk,start,
input [w-1:0] divizor,
input [w-1:0] dividend,
output [w-1:0] quotient,
output [w-1:0] remainder,
output stop
);
wire [w-1:0] RegA, RegM, Sum;
wire [w-1:0] RegQ;
wire [w-1:0] add_output, subtract_output, mux_output;
wire operate, shift, subtract, add, assignq, in;  
wire cout; 
assign quotient = RegQ;
assign remainder= RegA; 
div_control #(w) controller(.clk(clk), .start(start), .A8(RegA[w-1]), .operate(operate), .shift(shift), .add(add), .assignq(assignq), .stop(stop), .in(in), .subtract(subtract));
rgst1 #(w) M_Reg (.d(divizor), .q(RegM), .assignq(1'b0),.in(1'b0), .clk(clk), .clr(1'b0), .sh(1'b0), .ld(start));
rgst1 #(w) Q_Reg (.d(dividend), .q(RegQ), .assignq(assignq),.in(in), .clk(clk), .clr(1'b0), .sh(shift), .ld(start));
rgst2 #(w) A_Reg (.d(mux_output), .q(RegA), .sh_in(RegQ[w-1]), .clk(clk), .clr(operate), .sh(shift), .ld(add|subtract));
sub #(w) this_subtracter(.x(RegA), .y(RegM), .z(subtract_output)); 
add #(w) this_adder(.x(RegA), .y(RegM), .z(add_output), .cin(1'b0), .cout(cout));  
MUX_2_la_1 #(w)MUX(.a(add_output), .b(subtract_output), .z(mux_output), .s(subtract));
endmodule
module divide_tb;
  reg clk, start; 
  reg [7:0] divizor, dividend;
  wire [7:0] remainder, quotient;
  wire stop;
  divide_8_bit #(8) uut(.clk(clk), .start(start), .divizor(divizor), .dividend(dividend), .quotient(quotient), .remainder(remainder), .stop(stop));
  initial begin
  clk<=1'b0;
  divizor<=8'd15;
  dividend<=8'd123;
  start<=1'b1;
    #4;
  start<=1'b0;
  end
  initial begin
    repeat(100) #2 clk<=~clk;
  end
  initial begin
    $display("DIVIZOR\tDIVIDEND\tREMAINDER\t\QUOTIENT\tstart\tstop\t");
    $monitor("%d\t\t%d\t\t%b\t%b\t%b\t%b\t%b",divizor, dividend, remainder, quotient,start, stop,clk );
  end
endmodule
==> ./run.sh <==
#!/bin/bash
# OpenROAD 26Q1-2900-gdf79404cd8, Yosys 0.63+post, stock flow scripts
make -C /OpenROAD-flow-scripts/flow DESIGN_CONFIG=/design/flow/config.mk WORK_HOME=/design/flow/orfs finish
==> qor.csv <==
stage,metric,value,unit
outcome,status,"complete, no violations",
clock_tree,cts_setup_buffers,0,
clock_tree,cts_hold_buf,0,
final_layout,layout.cells.non_filler,365,
power,pwr_density_cell,394.6,nW/um^2
final_timing,final.setup.tns,0,ps
floorplan,ios,35,
run,tool_warnings,34,
worst_setup_path,cp_max_fo,6,
grt,grt_pass1_vias,1770,
final_timing,finalHoldViolations,0,
grt,grt_usage,16.98,%
worst_setup_path,cp.required,3230,ps
final_timing,tightest_slew,660.4,ps
power,leakagePower,1.153,nW
synth,flop_cell,dfxtp_1,
synth,yosys-top-cells-count,"23 x dfxtp_1, 17 x ha_1, 17 x inv_1, 17 x nor2_1, 16 x edfxtp_1",
routing,wl_per_cell,13.55,microns
final_timing,hold_ws,488.9,ps
hold_path,hp-class,flip-flop to flip-flop,
grt,gr-total-overflow,0,
worst_setup_path,critPathKind,flip-flop to flip-flop,
place,port_buffers,34,
power,intPower,871.1,uW
worst_setup_path,reg2reg_from,A_Reg.q[1],
synth,synth_chip_area,2511,sq um
grt,antenna_found_initial,0,
clock_tree,h-tree-depth,2,
worst_setup_path,setup.worst_path.start_class,flip-flop,
floorplan,rows,28,
final_timing,layout_min_cycle_time,2094,ps
clock_tree,cts.path.max_buffers,2,
routing,via_count,1943,
final_layout,area_delta_synth_final,18.63,%
synth,yosys-top-cells-area,"edfxtp_1 19%, dfxtp_1 18%, ha_1 8.5%",
hold_path,hold_depth,2,
clock_tree,cts_root_buf,clkbuf_8,
worst_setup_path,worstPathArrival,2320,ps
synth,edf_count,16,
place,gp_congestion,0.8314,
routing,antennaDiodeCount,0,
worst_setup_path,worst_setup_path_end_kind,flip-flop,
routing,totalWireLength,4944,microns
clock_tree,cts_tree,built,
synth,synth_flop_count,46,
final_layout,drive_above_1_share,7.586,%
synth,syn_area_per_cell,9.696,sq um
hold_path,worst_hold_startpoint,controller.count[7],
final_timing,untimed_endpoints,7,
final_timing,finalWorstSetupSlack,906.1,ps
final_timing,skew,9.352,ps
floorplan,die_height,81.24,microns
final_timing,max_slew_margin,55.83,%
grt,grt_pass1_wl,8286,microns
clock_tree,clk-insertion-delay-late,290,ps
final_timing,finalSetupViolations,0,
power,clockPowerShare,29.4,%
routing,drt_iter0_drc,103,
place,dp_hpwl,3613,microns
routing,drc,0,
synth,synth_area,2511,sq um
floorplan,core,5991,sq um
run,maxCapViolCount,0,
final_timing,rsz0062_at_grt,false,
final_timing,unclocked_regs,7,
power,peakVddDrop,0.0002412,V
floorplan,core_util_floorplan,41.92,%
floorplan,dieArea,6599,sq um
final_timing,maxSlewViolCount,0,
worst_setup_path,reg2reg_setup_slack,910,ps
power,switching_share,25.89,%
power,seqPwrFrac,52.9,%
routing,postRouteAntennaNets,0,
final_timing,min_period_over_period,69.80,%
grt,grt_max_degree,16,
synth,ys_async_sr_fraction,0,%
synth,ys_warn_count,4,
hold_path,whs_endpoint,controller.count[7],
routing,viasPerCell,5.323,
clock_tree,path_clk_slew,80,ps
worst_setup_path,r2r_cells,7,
place,dp_slack,795.3,ps
power,combPwrFrac,17.8,%
power,switchingPower,304.4,uW
clock_tree,cts_buffers,5,
floorplan,die-width,81.24,microns
synth,synth.top_cell.area_share,19.13,%
routing,firstDrtPassIters,4,
worst_setup_path,r2r-end,A_Reg.q[4],
final_timing,max_freq,477.6,MHz
synth,largest_area_cell,edfxtp_1,
synth,yosysMostFrequentCell,dfxtp_1,
place,dp_cells,357,
synth,ys_cells,259,
synth,synth_cells,259,
synth,ys_types,49,
clock_tree,postCtsResizedCells,0,
[metal layers]
metal  wire length, microns  share of wire, %  up-vias  global-route usage, %
li1                       -                 -      993                      -
met1                   2523                51      895                  25.98
met2                   2076                42       49                  26.05
met3                    274               5.5        6                  3.763
met4                     70               1.4        0                  2.321
met5                      0                 0        -                      0
[cell type report]
| class | instances | area, sq um |
|---|---|---|
| tap | 75 | 93.84 |
| clock inverter | 2 | 12.51 |
| multi-input combinational | 181 | 1320 |
| fill | 557 | 3012 |
| clock buffer | 6 | 72.57 |
| timing repair buffer | 38 | 370.4 |
| inverter | 17 | 63.81 |
| sequential | 46 | 1046 |
[state kept, by name, indices dropped and copies added, names as in the netlist]
name,count
controller.st_nxt,6
controller.count,8
controller.reg_q,1
Q_Reg.q,8
controller.state,7
A_Reg.q,8
M_Reg.q,8
[critical path, cell delays in order, from the launching register on]
cell	delay, ps
dfxtp_1	430
inv_1	130
fa_1	470
o21ba_1	210
o21a_1	180
o21a_1	160
or3_1	330
a31oi_1	120
[cells in the final DEF (no fill, tap or decap), types with 6 or more instances in the layout]
| cell | netlist | routed |
|---|---|---|
| mux2i_1 | 6 | 6 |
| a211oi_1 | 7 | 7 |
| nand2_1 | 12 | 12 |
| a21oi_1 | 11 | 11 |
| nor2_1 | 17 | 17 |
| nor2b_1 | 10 | 10 |
| edfxtp_1 | 16 | 16 |
| o21ai_0 | 8 | 8 |
| dfxtp_1 | 23 | 23 |
| nand4_1 | 6 | 6 |
| o21a_1 | 6 | 6 |
| inv_1 | 17 | 17 |
| mux2_2 | 8 | 8 |
| nor3_1 | 9 | 9 |
| clkdlybuf4s50_1 | 0 | 34 |
| ha_1 | 17 | 17 |
| dlxtn_1 | 7 | 7 |
[power groups by stage]
stage | registers, mW | clock network, mW | logic [mW]
final | 0.621 | 0.345 | 0.209
after global routing | 0.627 | 0.378 | 0.238
after CTS | 0.622 | 0.360 | 0.211
[logic make-up after synthesis]
group           Yosys count  share of synthesized area [%]
mux                      14                          5.979
compound gates           58                          16.04
fa+ha+maj                19                          10.06
buf+inv                  32                          5.779
latches                   7                          4.185
xor+xnor                  8                          2.790
simple gates             82                          17.69
flops                    39                          37.47
[worst max path at each step]
stage,startpoint,end,slack [ps],cells past startpoint
final,A_Reg.q[1],A_Reg.q[4],910,7
after global routing,A_Reg.q[0],A_Reg.q[6],760,8
after CTS,A_Reg.q[1],A_Reg.q[4],880,7
[stage by stage]
step                      cell area, sq um  power [mW]  utilization (%)
after floorplan                       2511      0.7563                -
after global placement                2894      0.8428            48.31
after detailed placement              2894      0.8426            48.31
after CTS                             2979       1.193            49.73
after global routing                  2979       1.243            49.73
final                                 2979       1.175            49.73
Power is estimated from default activity; no workload was simulated.
